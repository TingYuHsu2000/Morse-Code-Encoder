==> flow/design.v <==
module morse_led(
input clk,
input rst,
output reg clk_div
);
reg [25:0] cnt;
always@(posedge clk or posedge rst) 
begin
	if (rst) 
		cnt<=26'd0;
	else if(cnt==62500000-1)
		cnt<=26'd0;
	else	
		cnt<=cnt+1;
end
always@(posedge clk or posedge rst)
begin
	if(rst)
		clk_div<=1'b0;
	else if(cnt==31250000-1)
		clk_div<=~clk_div;
end
endmodule
module morse_main(
input clk,rst,sw0,sw1,btn1,btn2,btn3,
output reg out,
output reg green,red
);
reg [3:0]len;
reg [3:0]count;
reg [12:0]morse;
reg [1:0]state;
reg [1:0]next;
reg finish;
reg [4:0]button;
parameter  ledout=2'b01; 
parameter  idle=2'b00;
parameter  res=2'b10;
parameter idle00=5'b00000; 
parameter idle01=5'b01000;
parameter idle10=5'b10000;
parameter idle11=5'b11000;
parameter A=5'b00001;
parameter B=5'b00010;
parameter C=5'b00011;
parameter D=5'b00100;
parameter E=5'b00101;
parameter F=5'b00110;
parameter G=5'b00111;
parameter H=5'b01001;
parameter I=5'b01010;
parameter J=5'b01011;
parameter K=5'b01100;
parameter L=5'b01101;
parameter M=5'b01110;
parameter N=5'b01111;
parameter O=5'b10001;
parameter P=5'b10010;
parameter Q=5'b10011;
parameter R=5'b10100;
parameter S=5'b10101;
parameter T=5'b10110;
parameter U=5'b10111;
parameter V=5'b11001;
parameter W=5'b11010;
parameter X=5'b11011;
parameter Y=5'b11100;
parameter Z=5'b11101;
always @(posedge clk or posedge rst) begin
if(rst) state<=idle;
else state<=next;
end
always @(posedge clk)begin  
case (state)
    idle:begin
        button = {sw1,sw0,btn3,btn2,btn1}; 
        case(button)
            idle00:begin 
                next<=idle;
            end
            idle01:begin 
                next<=idle;
            end
            idle10:begin 
                next<=idle;
            end
            idle11:begin 
                next<=idle;
            end
            A:begin 
                morse<=6'b101110;
                len<=4'd6;
                next<=ledout;
            end
            B:begin 
                morse<=10'b1110101010;
                len<=4'd10;
                next<=ledout;
            end
            C:begin 
                morse<=12'b111010111010;
                len<=4'd12;
                next<=ledout;
            end
            D:begin 
                morse<=8'b11101010;
                len<=4'd8;
                next<=ledout;
            end
            E:begin 
                morse<=2'b10;
                len<=4'd2;
                next<=ledout;
            end
            F:begin 
                morse<=10'b1010111010;
                len<=4'd10;
                next<=ledout;
            end
            G:begin 
                morse<=10'b1110111010;
                len<=4'd10;
                next<=ledout;
            end
            H:begin 
                morse<=8'b10101010;
                len<=4'd8;
                next<=ledout;
            end
            I:begin 
                morse<=4'b1010;
                len<=4'd4;
                next<=ledout;
            end
            J:begin 
                morse<=14'b10111011101110;
                len<=4'd14;
                next<=ledout;
            end
            K:begin 
                morse<=10'b1110101110;
                len<=4'd10;
                next<=ledout;
            end
            L:begin 
                morse<=10'b1011101010;
                len<=4'd10;
                next<=ledout;
            end
            M:begin 
                morse<=8'b11101110;
                len<=4'd8;
                next<=ledout;
            end
            N:begin 
                morse<=6'b111010;
                len<=4'd6;
                next<=ledout;
            end
            O:begin 
                morse<=12'b111011101110;
                len<=4'd12;
                next<=ledout;
            end
            P:begin 
                morse<=12'b101110111010;
                len<=4'd12;
                next<=ledout;
            end
            Q:begin 
                morse<=14'b11101110101110;
                len<=4'd14;
                next<=ledout;
            end
            R:begin 
                morse<=8'b10111010;
                len<=4'd8;
                next<=ledout;
            end
            S:begin 
                morse<=6'b101010;
                len<=4'd6;
                next<=ledout;
            end
            T:begin 
                morse<=4'b1110;
                len<=4'd4;
                next<=ledout;
            end
            U:begin 
                morse<=8'b10101110;
                len<=4'd8;
                next<=ledout;
            end
            V:begin 
                morse<=10'b1010101110;
                len<=4'd10;
                next<=ledout;
            end
            W:begin 
                morse<=10'b1011101110;
                len<=4'd10;
                next<=ledout;
            end
            X:begin 
                morse<=12'b111010101110;
                len<=4'd12;
                next<=ledout;
            end
            Y:begin 
                morse<=14'b11101011101110;
                len<=4'd14;
                next<=ledout;
            end
            Z:begin 
                morse<=12'b111011101010;
                len<=4'd12;
                next<=ledout;
            end
        endcase 
    end
    ledout:begin 
        if(finish)begin 
            next<=idle;
        end
    end 
endcase 
end 
always @(posedge clk or posedge rst) begin 
    if (rst) begin
        out = 1'b0;
        count<=4'd0;
    end
    else begin
       case(state)
            idle:begin 
                out = 1'b0;
                green<=1'b1;
                red<=1'b0;
                finish<=1'b0;
                count<=4'd0;
            end
            ledout:begin 
                if(count<len)begin
                    green<=1'b0;
                    red<=1'b1;
                    out<=morse[len-1-count];
                    count<=count+1;
                end 
                else begin 
                    finish<=1'b1;
                end
            end
       endcase 
    end
end
endmodule
module morse_top(
    input   clk   ,
    input   rst   ,
    input    sw0,sw1,btn1,btn2,btn3,
    output  led,
    output green,red
    );
    wire    clk_div1 ;
    morse_main s0(
    .clk    (clk_div1),
	.rst	(rst),
    .sw0   (sw0),
    .sw1   (sw1),
    .btn1   (btn1),
    .btn2   (btn2),
    .btn3   (btn3),
    .out    (led),
    .green  (green),
    .red    (red),
    );
    morse_led clk_div_0(
    .clk    (clk),
    .rst    (rst),
    .clk_div    (clk_div1)
    );
endmodule
==> flow/run.sh <==
#!/bin/bash
# OpenROAD 26Q1-2900-gdf79404cd8, Yosys 0.63+post, stock flow scripts
make -C /OpenROAD-flow-scripts/flow DESIGN_CONFIG=/design/flow/config.mk WORK_HOME=/design/flow/orfs finish
==> flow/config.mk <==
export PLATFORM = sky130hd
export DESIGN_NAME = morse_top
export DESIGN_NICKNAME = morse_top
export VERILOG_FILES = /design/flow/design.v
export SDC_FILE = /design/flow/constraint.sdc
export NUM_CORES = 4
export LEC_CHECK = 1
export CORE_UTILIZATION = 40
==> flow/constraint.sdc <==
current_design morse_top

set clk_period 4.1
set clk_io_pct 0.2

create_clock -name clk0 -period $clk_period [get_ports {clk}]

set non_clock_inputs [all_inputs -no_clocks]
set_input_delay [expr $clk_period * $clk_io_pct] -clock clk0 $non_clock_inputs
set_output_delay [expr $clk_period * $clk_io_pct] -clock clk0 [all_outputs]
==> run notes <==
This memo summarizes the results of the implementation run.

Outcome
The run finished with clean final reports.

Min path
The worst hold-check path type is reg2reg. Along the worst hold path, the cell count comes to 1.

Global route
The number of global-route vias before repair is 2,028. The first global-routing pass estimated 9666 µm of wire. The number of antenna violations at the first check in global routing is 0.

The global route stage reports its total congestion overflow as 0. Global routing consumed, over all layers together, 15.88% of the routing resources. Entering global routing, the biggest net connects 35 pins.

Synthesis
The sequential-to-total area share from yosys stat is approximately 45%. The synthesized area per cell is approximately 9.7 µm². The async set-or-reset flop fraction in the synthesized netlist is between 60% and 70%.

The number of cells produced by synthesis is ~320. By area the synthesized netlist is led by sky130_fd_sc_hd__dfrtp_1 27%, sky130_fd_sc_hd__edfxtp_1 18%, sky130_fd_sc_hd__xor2_1 4.9%. The most used flip-flop cell after synthesis is sky130_fd_sc_hd__dfrtp_1. The top cell type by total area after synthesis is sky130_fd_sc_hd__dfrtp_1. The tally of yosys warning messages is 2. The number of cells in the yosys synthesis report is ~320.

Synthesis instantiated about 60 different standard cells from the library. The share of Yosys cell area claimed by the top area cell type is 27.07%. The stat command in Yosys gives a chip area of 0.003050 mm². The synthesized netlist occupies a cell area of 0.003050 mm². Per the synth log, the flip-flop and latch total comes to between 50 and 60. The number of enable-type register cells in the synthesized netlist is 18.

Place
The post-placement cell area is 0.003228 mm². The last weighted congestion value of the routability-driven placer is ~0.8. The number of placed instances, taps included, is roughly 410. The HPWL after detailed placement is between 3000 and 4000 µm. The buffer_ports step reported a buffer count of 9. The placement-stage worst setup slack is ~2.2 ns.

Drt
The antenna violation net count after detailed routing is 0. The initial detailed-routing violation count is ~120. The average wire per standard cell is approximately 13 µm. Across all layers, the routed design uses 2,233 vias. The routed layout reports a DRC error count of 0. The via-per-instance ratio is between 5 and 6. 0 antenna diodes ended up in the layout.

The wire length recorded after detailed routing is between 5000 and 6000 µm. Before antenna repair, the detailed router went through 4 iterations.

Critical path
Looking at the critical path, the single cell with the biggest stage delay is sky130_fd_sc_hd__nor3_2. The launch point of the worst path is clk_div_0.cnt[0]$_DFF_PP0_. The termination of the worst setup path is clk_div_0.cnt[16]$_DFF_PP0_. The data required time reported for the critical path is roughly 4.3 ns.

Walking the critical path from launch to capture passes 6 cell instances. The number of buffers and inverters on the critical path is 1. The data arrival time of the critical path is roughly 2.1 ns. Walking the worst path, the cells encountered are ha_1 -> and3_1 -> nand4b_1 -> nor3_2 -> buf_4 -> nor2_1. The maximum net fanout on the critical path is 9. STA lists the endpoint of the worst register-to-register path as clk_div_0.cnt[16]$_DFF_PP0_. The internal reg-to-reg setup slack is 2.22 ns. STA lists the startpoint of the worst register-to-register path as clk_div_0.cnt[0]$_DFF_PP0_.

The classification of the worst setup path is reg2reg. The largest single stage delay on the critical path is approximately 0.46 ns. The startpoint class of the critical path is a register. The cell class contributing the biggest share of worst-path delay is simple AND/OR/NAND/NOR gates. The worst register-to-register path has a depth of 6. The worst setup path is captured at a register.

Final timing
The slew check shows that the tightest pin keeps a relative margin of between 40% and 50%. ~45 endpoints have no timing constraint. In this build the clock could be raised as far as 532.5 MHz.

The final critical-path share of the clock period is 45.81%. The number of hold-slack violations in the final timing report is 0. The clock period minus final worst setup slack is 1.878 ns. The final timing report lists a max-slew violation count of 0. The slew at the pin closest to its max-slew limit is between 0.8 and 0.9 ns.

The sum of negative setup slack is 0 ns. Setup repair after global routing left no endpoint under its margin. The setup violation total in the final timing report is 0. The worst hold slack across all endpoints is 0.4894 ns. The least setup slack across all paths after layout is about 2.2 ns. The number of register pins that no clock reaches is 24.

The post-route clock skew is approximately 0.0093 ns.

Floorplanning
For this configuration, the core starts out at a cell density of 41.61%. In this run the vertical extent of the chip is 89.33 µm. The total die area is 0.007979 mm². Per the OpenROAD floorplan log, the area of the core is between 0.007 and 0.008 mm².

The number of cell rows is 31. The width of the die is slightly below 90 µm. The top-level I/O count is 10.

Layout
The signed area change from the synthesized netlist to the final layout is 7.424%. The post-layout utilization of the core is approximately 45%. The finished cells cover between 0.003 and 0.004 mm². The count of cells in the finished layout, fillers not included, comes to just over 400. The share of final-layout standard cells stronger than drive strength 1 is under 10%. Per the layout report, the design carries between 600 and 700 filler cells.

Clock network
TritonCTS built the clock tree. The clock-pin slew reported for the worst setup and hold paths after clock tree synthesis is 0.10 ns. The number of clock buffers added by TritonCTS is 3. The skew report gives the latency at the later pin of the worst-skew pair as between 0.2 and 0.3 ns. The post-CTS setup buffer count is 0. For this design, the CTS-stage hold fixing added 0 buffers. No sink is reached through more buffers than the 2 on the longest clock path. The number of levels the H-tree was split into is 1. Once the clock tree was built, the resizer swapped 0 gates to a different size. The cell at the root of the clock tree is sky130_fd_sc_hd__clkbuf_8.

Flow run
The max-cap check violation count is 0. The number of warnings reported in the stage logs is 27.

Pwr
Per the summary, power density relative to cell area is about 150 mW/mm². Overall power consumption after layout is estimated at between 400 and 500 µW. Per the OpenROAD power report, leakage power amounts to 1.344 nW.

The analysis reports a worst IR drop on VDD of between 0.09 and 0.1 mV.
## kinds of logic after synthesis
group / synth area share [%]
xor+xnor: 8.614
buf+inv: 4.471
mux: 1.723
compound gates: 12.88
fa+ha+maj: 4.102
flops: 44.79
simple gates: 23.42
## placed cells by master (no fill, tap or decap), drive strengths merged, types with 12 or more instances in the layout
| cell | n |
|---|---|
| inv | 15 |
| o21ai | 16 |
| nor2 | 36 |
| a21oi | 12 |
| xnor2 | 13 |
| edfxtp | 18 |
| nand3 | 19 |
| dfrtp | 33 |
| xor2 | 17 |
| nand2 | 19 |
## worst reg2reg max path: stages, from the launching register on
cell and delay [ns]:
sky130_fd_sc_hd__dfrtp_1 0.39, sky130_fd_sc_hd__ha_1 0.21, sky130_fd_sc_hd__and3_1 0.23, sky130_fd_sc_hd__nand4b_1 0.16
sky130_fd_sc_hd__nor3_2 0.46, sky130_fd_sc_hd__buf_4 0.26, sky130_fd_sc_hd__nor2_1 0.06
## power breakdown
part	switching, mW	leakage, nW	internal [mW]
logic	0.0461	0.707	0.0249
registers	0	0.615	0.271
clock network	0.0829	0.0217	0.0690
total	0.129	1.34	0.365
## synth_stat cells (all sizes together) (2+ instances only)
cell type,count
dfrtp,33
edfxtp,18
nand2,19
nand3,19
and2,3
clkbuf,11
and3,5
mux2i,3
a21oi,12
nor2,36
nor3,8
nor2b,7
o32ai,3
xnor2,13
a31oi,2
a32o,2
o21a,3
inv,15
o311ai,2
nand3b,2
a311oi,3
or3,3
a211oi,3
o21ai,16
nor4b,3
and4,4
buf,6
a221oi,2
xor2,17
nand4,8
nand2b,3
ha,10
nor4,5
## layout make-up
class	count	area, µm²	area share (%)
Multi-Input combinational cell	232	1554	47.42
Sequential cell	51	1366	41.70
Timing Repair Buffer	14	127.6	3.895
Tap cell	99	123.9	3.780
Inverter	15	56.30	1.718
Clock buffer	3	41.29	1.260
Clock inverter	1	7.507	0.2291
## state kept, by name, summed over array words and instances, names as in the netlist
name,cells
clk_div_0.cnt,26
s0.green,1
s0.out,1
s0.len,3
s0.count,4
s0.red,1
clk_div_0.clk_div,1
s0.morse,11
s0.finish,1
s0.state,1
s0.next,1
## worst min path at each step
| stage | from | endpoint | slack (ns) |
|---|---|---|---|
| 4_1_cts | clk_div_0.cnt[0]$_DFF_PP0_ | clk_div_0.cnt[0]$_DFF_PP0_ | 0.49 |
| 5_1_grt | clk_div_0.cnt[0]$_DFF_PP0_ | clk_div_0.cnt[0]$_DFF_PP0_ | 0.53 |
| 6_report | clk_div_0.cnt[0]$_DFF_PP0_ | clk_div_0.cnt[0]$_DFF_PP0_ | 0.49 |
## layer usage
| layer | track usage [%] | share of wire, % | vias to the layer above |
|---|---|---|---|
| li1 | - | - | 1145 |
| met1 | 29.36 | 56 | 1055 |
| met2 | 21.30 | 40 | 31 |
| met3 | 2.434 | 3.2 | 2 |
| met4 | 0.4329 | 0.22 | 0 |
| met5 | 0 | 0 | - |
Power and IR drop assume default switching activity.
